==> flow/design.v <==
`timescale 1ns / 1ps
module IDEX_Reg(
    Clock, Reset,  Flush,
    RegWrite_In, ALUSrc_In, MemWrite_In, MemRead_In, MemToReg_In, ByteSel_In, RegDestMuxControl_In, ALUOp_In, L16B_In,
    Instruction_In,  SE_In, RF_RD1_In, RF_RD2_In, PC_In, RD1_128_In, RD2_128_In,
    RegWrite_Out, ALUSrc_Out, MemWrite_Out, MemRead_Out, MemToReg_Out, ByteSel_Out, RegDestMuxControl_Out, ALUOp_Out, L16B_Out,
    Instruction_Out, SE_Out, RF_RD1_Out, RF_RD2_Out, PC_Out, RD1_128_Out, RD2_128_Out);
    input Clock, Reset, Flush;
    input RegWrite_In, ALUSrc_In, MemWrite_In, MemRead_In;
    input [1:0] ByteSel_In, RegDestMuxControl_In, MemToReg_In;
    input [4:0] ALUOp_In;
    input [31:0] Instruction_In, SE_In, RF_RD1_In, RF_RD2_In, PC_In;
    input [1:0] L16B_In;
    input [127:0] RD1_128_In, RD2_128_In;
    output reg RegWrite_Out, ALUSrc_Out, MemWrite_Out, MemRead_Out;
    output reg [1:0] ByteSel_Out, RegDestMuxControl_Out, MemToReg_Out;
    output reg [4:0] ALUOp_Out;
    output reg [31:0] Instruction_Out, SE_Out, PC_Out, RF_RD1_Out, RF_RD2_Out;
    output reg [1:0] L16B_Out;
    output reg [127:0] RD1_128_Out, RD2_128_Out;
    reg WriteEnable;
    initial begin
        ALUSrc_Out <= 0;
        ByteSel_Out <= 2'b0;
        Instruction_Out <= 32'b0;
        MemToReg_Out <= 2'b0;
        MemRead_Out <= 0;
        MemWrite_Out <= 0;
        RegDestMuxControl_Out <= 2'b0;
        RegWrite_Out <= 0;
        RF_RD1_Out <= 32'b0;
        RF_RD2_Out <= 32'b0;
        PC_Out <= 32'b0;
        SE_Out <= 32'b0;
        ALUOp_Out <= 5'b0;
        L16B_Out <= 0;
        RD1_128_Out <= 0;
        RD2_128_Out <= 0;
    end
    always @(posedge Clock) begin
        if(Reset || Flush) begin
            RegWrite_Out            <= 0; 
            ALUSrc_Out              <= 0;
            MemWrite_Out            <= 0; 
            MemRead_Out             <= 0; 
            MemToReg_Out            <= 0; 
            ByteSel_Out             <= 0; 
            RegDestMuxControl_Out   <= 0; 
            ALUOp_Out               <= 0;
            PC_Out                  <= 0;
            RF_RD1_Out              <= 0;
            RF_RD2_Out              <= 0;
            SE_Out                  <= 0;
            Instruction_Out         <= 0;
            L16B_Out                <= 0;
            RD1_128_Out             <= 0;
            RD2_128_Out             <= 0;
        end else begin
                RegWrite_Out            <= RegWrite_In; 
                ALUSrc_Out              <= ALUSrc_In;
                MemWrite_Out            <= MemWrite_In; 
                MemRead_Out             <= MemRead_In; 
                MemToReg_Out            <= MemToReg_In; 
                ByteSel_Out             <= ByteSel_In; 
                RegDestMuxControl_Out   <= RegDestMuxControl_In; 
                ALUOp_Out               <= ALUOp_In;
                PC_Out                  <= PC_In;
                RF_RD1_Out              <= RF_RD1_In;
                RF_RD2_Out              <= RF_RD2_In;
                SE_Out                  <= SE_In;
                Instruction_Out         <= Instruction_In;
                L16B_Out                <= L16B_In;
                RD1_128_Out             <= RD1_128_In;
                RD2_128_Out             <= RD2_128_In;
        end
    end       
endmodule
==> flow/run.sh <==
#!/bin/bash
# OpenROAD 26Q1-2900-gdf79404cd8, Yosys 0.63+post, stock flow scripts
make -C /OpenROAD-flow-scripts/flow DESIGN_CONFIG=/design/flow/config.mk WORK_HOME=/design/flow/orfs finish
==> flow/config.mk <==
export PLATFORM = sky130hd
export DESIGN_NAME = IDEX_Reg
export DESIGN_NICKNAME = IDEX_Reg
export VERILOG_FILES = /design/flow/design.v
export SDC_FILE = /design/flow/constraint.sdc
export NUM_CORES = 4
export LEC_CHECK = 1
export CORE_AREA = 10 10 356 356
export DIE_AREA = 0 0 366 366
==> flow/constraint.sdc <==
current_design IDEX_Reg

set clk_period 1.0
set clk_io_pct 0.2

create_clock -name clk0 -period $clk_period [get_ports {Clock}]

set non_clock_inputs [all_inputs -no_clocks]
set_input_delay [expr $clk_period * $clk_io_pct] -clock clk0 $non_clock_inputs
set_output_delay [expr $clk_period * $clk_io_pct] -clock clk0 [all_outputs]
==> impl_metrics.ini <==
; implementation run metrics
[critical_path]
cp.depth = 1
cp_max_fo = 1
crit_type = flip-flop to output pin
critPathMaxStageDelay_ns = 0.41
endpoint_kind = output pin
crit_chain = buf_2
worstPathRequired_ns = 0.80
worstPathArrival_ns = 1.19
path_delay_family = flip-flops
crit_slowest_cell = dfxtp_4
cp-start-kind = flip-flop
critPathBufInv = 1

[yosys]
synthTopCellsByCount = 433 x dfxtp_1, 433 x nor3b_1, 84 x buf_6, 12 x buf_2
syn_area_sq_um = 12900
async_flop_share_pct = 0
synth.avg_cell_area_sq_um = 13.4
ys_seq_share_pct = 67.1
yosysCellCount = 962
top_area_cell = dfxtp_1
ys_area_sq_um = 12900
top_cell_area_share_pct = 67.1
ys_warn_count = 1
edf_count = 0
synth_flops = 433
synth_cell_types = 4
synthCells = 962
flop_cell = dfxtp_1
topCellsByArea = dfxtp_1 67%, nor3b_1 25%, buf_6 7.3%

[route]
drtAntennaViolNets = 0
vias_per_cell = 3.15
drtIter0Drc = 478
wl_per_cell_microns = 23.9
wirelength_microns = 87100
via_count = 11500
firstDrtPassIters = 4
drc = 0

[worst_hold_path]
hp-class = input port to flip-flop
min_path_cells = 3

[placed_design]
dp_hpwl_microns = 73100
place_inst = 3532
dpl_cell_area_sq_um = 24300
portBuffers = 868
routabilityCongestion = 0.916

[clock_tree]
numCtsBuffers = 54
clk_pin_slew_worst_paths_ns = 0.06
clk_path_buf_depth = 3
cts_root_buf = clkbuf_16
ctsHtreeMaxLevel = 2
cts.sinks = 433
cts_tree = done

[global_route]
track_usage_pct = 12.7
grt_max_degree = 57
grt_pass1_wl_microns = 115000
antenna_found_initial = 34
grt_pass1_vias = 12400
grt-ovfl-total = 0

[final_timing]
fmax_mhz = 721
setup_ws_ns = -0.386
finalMaxSlewViolations = 0
fin_crit_sh_pct = 139
slew_headroom_pct = 52.5
rsz0062_at_grt = true
period_minus_slack_ns = 1.39
setup_viol = 433
worstMarginPinSlew_ns = 0.711
hold_violations = 0

[die]
die_w_microns = 366
rows = 126
die_area_sq_um = 134000
fp_util_pct = 10.9
core_area_sq_um = 118000
dieHeight_microns = 366
io_pins = 869

[power_and_ir_drop]
power_density_nw_per_um2 = 1710
vdd_ir_drop_max_v = 0.00116
p_leak_uw = 0.0103

[finish]
area_growth_pct = 94.1
drive_gt1_share_pct = 45.0
stdcell_count = 3638
post-route-cell-area_sq_um = 25100

[flow_run]
tool_warnings = 27
drv_cap = 0

[outcome]
violations = setup timing
outcome = finished with violations
-- logic make-up after synthesis --
family	Yosys count	synth area share, %
buffers and inverters	96	7.78
DFF	433	67.1
and+or+nand+nor	433	25.2
-- flip-flops by register name (all words and copies together) (netlist names) --
register               count
ByteSel_Out                2
RegWrite_Out               1
MemToReg_Out               2
Instruction_Out           32
RD2_128_Out              128
PC_Out                    32
ALUOp_Out                  5
MemRead_Out                1
SE_Out                    32
RF_RD1_Out                32
L16B_Out                   2
RegDestMuxControl_Out      2
RF_RD2_Out                32
ALUSrc_Out                 1
MemWrite_Out               1
RD1_128_Out              128
-- area by class of cell --
class / instances / area, sq um
Antenna cell: 9 / 22.5
Tap cell: 1600 / 2000
Sequential cell: 433 / 8980
Multi-Input combinational cell: 433 / 3250
Clock inverter: 26 / 302
Fill cell: 12800 / 93300
Clock buffer: 69 / 1480
Timing Repair Buffer: 1068 / 9060
-- layout by cell type (no fill, tap or decap), types with 3 or more instances in the layout --
cell             instances
buf_12                  24
buf_2                  318
buf_4                  175
buf_6                  112
buf_8                    4
bufinv_16                5
clkbuf_1                 8
clkbuf_16               54
clkbuf_8                 7
clkdlybuf4s50_1        433
clkinv_2                10
clkinvlp_4               4
dfxtp_1                239
dfxtp_2                168
dfxtp_4                 26
diode_2                  9
inv_6                    3
nor3b_1                433
-- where the power goes --
part / internal, uW / leakage [uW] / switching [uW]
clock: 11700 / 0.000870 / 8220
combinational: 3120 / 0.00575 / 1690
sequential: 18000 / 0.00364 / 305
-- worst paths after layout --
kind  slack [ns]           start             endpoint
max        -0.39  RD2_128_Out[5]       RD2_128_Out[5]
min         0.05           Reset  Instruction_Out[28]
-- metrics by stage --
step | hold WS (ns) | power [uW] | setup TNS, ns | setup WS (ns) | utilization (%)
2_1_floorplan | 0.364 | 19600 | 0 | 0.176 | -
3_3_place_gp | 0.597 | 24000 | -51.50 | -0.649 | 20.5
3_5_place_dp | 0.600 | 23900 | -50.47 | -0.603 | 20.5
4_1_cts | 0.0154 | 43900 | -141.27 | -0.470 | 21.0
5_1_grt | 0.0307 | 44800 | -136.75 | -0.450 | 21.2
6_report | 0.0457 | 43000 | -108.68 | -0.386 | 21.2
-- layer usage --
metal	track usage [%]	routed length [microns]
met4	1.66	1460
met5	0	177
met2	21.5	42800
met3	5.86	9540
met1	14.9	33100
-- repair_timing --
item	CTS	global route
pin swaps	0	0
hold buffers	2	0
resized	1674	69
endpoints found under the hold margin	5	0
buffers inserted	0	0
endpoints found under the setup margin	433	433
Power figures rest on the tool's default switching activity, not on a simulated workload.
