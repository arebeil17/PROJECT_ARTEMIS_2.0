[design/flow/run.sh]
#!/bin/bash
# OpenROAD 26Q1-2900-gdf79404cd8, Yosys 0.63+post, stock flow scripts
make -C /OpenROAD-flow-scripts/flow DESIGN_CONFIG=/design/flow/config.mk WORK_HOME=/design/flow/orfs finish
[design/flow/design.v]
`timescale 1ns / 1ps
module MEMWB_Reg(
    Clock, Reset,
    MemToReg_In, RegDest_In, RegWrite_In, L16B_In,
    ALUResult_In, PC_In, ReadData_In, WD3_128_In,  
    MemToReg_Out, RegDest_Out, RegWrite_Out, L16B_Out,
    ALUResult_Out, PC_Out, ReadData_Out, WD3_128_Out);
    input Clock, Reset, RegWrite_In, L16B_In;
    input [1:0] MemToReg_In;
    input [4:0] RegDest_In;
    input [31:0] ALUResult_In, PC_In, ReadData_In;
    input [127:0] WD3_128_In;
    output reg RegWrite_Out, L16B_Out;
    output reg [1:0] MemToReg_Out;
    output reg [4:0] RegDest_Out;
    output reg [31:0] ALUResult_Out, ReadData_Out;
    output reg [127:0] WD3_128_Out;
    (* mark_debus = "true"*) output reg [31:0] PC_Out;
    initial begin
        ALUResult_Out <= 32'b0;
        MemToReg_Out <= 2'b0;
        PC_Out <= 32'b0;
        ReadData_Out <= 32'b0;
        RegDest_Out <= 5'b0;
        RegWrite_Out <= 0;
        L16B_Out <= 0;
        WD3_128_Out <= 0;
    end
    always @(posedge Clock) begin
        if(Reset) begin
            ALUResult_Out       <= 0;
            MemToReg_Out        <= 0;
            PC_Out             <= 0;
            ReadData_Out        <= 0;
            RegDest_Out         <= 0;
            RegWrite_Out        <= 0;
            L16B_Out            <= 0;
            WD3_128_Out         <= 0;
        end else begin
            ALUResult_Out       <= ALUResult_In;
            MemToReg_Out        <= MemToReg_In;
            PC_Out              <= PC_In;
            ReadData_Out        <= ReadData_In;
            RegDest_Out         <= RegDest_In;
            RegWrite_Out        <= RegWrite_In;
            L16B_Out            <= L16B_In;
            WD3_128_Out         <= WD3_128_In;
        end
    end
endmodule
[design/flow/constraint.sdc]
current_design MEMWB_Reg

set clk_period 1.0
set clk_io_pct 0.2

create_clock -name clk0 -period $clk_period [get_ports {Clock}]

set non_clock_inputs [all_inputs -no_clocks]
set_input_delay [expr $clk_period * $clk_io_pct] -clock clk0 $non_clock_inputs
set_output_delay [expr $clk_period * $clk_io_pct] -clock clk0 [all_outputs]
[design/flow/config.mk]
export PLATFORM = sky130hd
export DESIGN_NAME = MEMWB_Reg
export DESIGN_NICKNAME = MEMWB_Reg
export VERILOG_FILES = /design/flow/design.v
export SDC_FILE = /design/flow/constraint.sdc
export NUM_CORES = 4
export LEC_CHECK = 1
export CORE_AREA = 10 10 202 202
export DIE_AREA = 0 0 212 212
==> flow_metrics.py <==
# Generated from Yosys and OpenROAD reports
metrics = {
    "placed_design": {
        "port_buffers": 467,
        "post-place-ws_ns": -0.2104,
        "place_hpwl_um": 20090,
        "post-place-cells": 1429,
        "globalplace.congestion": 0.8439,
    },
    "final_timing": {
        "holdWs_ns": 0.2114,
        "setup_slack_ns": -0.2136,
        "setup_viol": 233,
        "fmax_mhz": 824.0,
        "finalHoldViolations": 0,
        "final_max_slew_viol_count": 0,
        "finalCritPeriodShare_pct": 121.4,
        "maxSlewHeadroom_pct": 82.09,
        "tightest_slew_ns": 0.2686,
        "fin_crit_ns": 1.214,
        "rsz0062_at_grt": "yes",
    },
    "synth": {
        "yosysUniqueCellTypes": 7,
        "yosysTopAreaCell": "dfxtp_1",
        "yosys_area_um2": 6822,
        "ys_warn_count": 1,
        "netlist_area_um2": 6822,
        "syn_inst": 492,
        "synth.avg_cell_area_um2": 13.86,
        "ys_cells": 492,
        "top_cells_by_area": "dfxtp_1 68%, nor2b_2 20%, nor2b_1 7.1%, buf_6 1.8%, buf_12 1.2%",
        "ys.flops": 233,
        "top_cell_area_share_pct": 68.38,
        "ys_seq_share_pct": 68.38,
    },
    "drt": {
        "post_drt_wl_per_cell_um": 16.82,
        "first_pass_iters": 4,
        "vias_per_cell": 3.368,
        "drt_iter0_drc": 132,
        "ant_nets": 0,
        "diodes": 0,
        "via_count": 4974,
        "wl_um": 24840,
        "drc": 0,
    },
    "finish": {
        "final_cell_mix": "233 x clkdlybuf4s50_1, 218 x buf_2, 181 x dfxtp_1",
        "final_cells": 1477,
        "area_delta_synth_final_pct": 75.83,
        "fin_util_pct": 32.84,
        "drive_above_1_share_pct": 50.55,
        "lay_top_count": "clkdlybuf4s50_1",
    },
    "clock_network": {
        "numCtsBuffers": 26,
        "cts.sinks": 233,
        "path_clk_slew_ns": 0.06,
        "post-cts-setup-buffers": 0,
        "cts_root_buffer": "clkbuf_16",
        "cts_tree": "done",
        "htreeDepth": 1,
        "clockBufferDepth": 3,
    },
    "critical_path": {
        "cp_num_buf_inv": 1,
        "crit_required_ns": 0.80,
        "critPathCapture": "WD3_128_Out[107]",
        "crit_type": "flip-flop to output port",
        "arrival_ns": 1.01,
        "crit_start": "WD3_128_Out[107]$_SDFF_PP0_",
        "crit_family": "flip-flops",
        "cpPeakStageDelay_ns": 0.39,
        "cp-start-kind": "flip-flop",
        "cp.depth": 1,
        "critPathMaxFanout": 1,
        "crit_slowest_cell": "dfxtp_4",
        "cp-end-kind": "output port",
        "cp_cell_sequence": "buf_6",
    },
    "pwr": {
        "power_density_nw_per_um2": 1828,
        "p_leak_nw": 5.295,
        "ir_drop_uv": 1079,
        "p_total_mw": 21.93,
    },
    "flow_run": {
        "log.warning_count": 27,
        "cap_violations": 0,
    },
    "global_route": {
        "grt_remaining_overflow": 0,
        "grt_pass1_vias": 5449,
        "grt_pass1_wl_um": 35350,
        "grt_start_max_net_pins": 30,
        "antenna_found_initial": 1,
        "gr-usage-all-layers_pct": 10.62,
    },
    "floorplanning": {
        "fp_util_pct": 18.68,
        "ios": 468,
        "die_area_um2": 44940,
        "placement_rows": 70,
        "dieWidth_um": 212,
        "die_height_um": 212,
        "coreArea_um2": 36520,
    },
    "outcome": {
        "violations": "setup timing",
        "status": "finished, violations left",
    },
    "worst_hold_path": {
        "hold_path_class": "input port to flip-flop",
    },
}
-- through the flow --
step	setup TNS (ns)	area, um^2
6_report	-30.32	11990
5_1_grt	-41.63	11990
4_1_cts	-38.16	11880
3_5_place_dp	-0.6946	12090
3_3_place_gp	-0.7543	12090
2_1_floorplan	0	6822
-- cells in the mapped netlist --
cell type,count
nor2b_2,156
buf_8,5
nor2b_1,77
buf_2,6
dfxtp_1,233
buf_6,11
buf_12,4
-- worst min path at each step --
stage	cells past startpoint	slack, ns	to	start
final	2	0.21	WD3_128_Out[11]$_SDFF_PP0_	WD3_128_In[11]
after global routing	2	0.19	WD3_128_Out[12]$_SDFF_PP0_	WD3_128_In[12]
after CTS	2	0.19	WD3_128_Out[12]$_SDFF_PP0_	WD3_128_In[12]
-- repair_timing --
action / CTS / global route
hold buffers: 1 / 0
resized: 808 / 43
endpoints found under the hold margin: 4 / 0
pin swaps: 0 / 0
setup endpoints to repair: 233 / 235
-- cell families after synthesis --
| kind of cell | count (synthesis) | synth area share [%] |
|---|---|---|
| buffers and inverters | 26 | 4.531 |
| flip-flops | 233 | 68.38 |
| AND/OR/NAND/NOR | 233 | 27.09 |
-- final cells by class --
class | count | area (um^2)
Sequential cell | 233 | 4735
Clock buffer | 40 | 784.5
Multi-Input combinational cell | 233 | 1848
Clock inverter | 7 | 110.1
Fill cell | 3692 | 24530
Timing Repair Buffer | 496 | 3931
Tap cell | 468 | 585.6
-- power by group --
group	switching [mW]	total [mW]	internal, mW
logic	0.607	2.18	1.57
clock network	3.69	9.83	6.14
registers	0.121	9.92	9.80
total	4.42	21.9	17.5
-- per-layer routing --
| metal | global-route usage [%] | part of all wire, % | up-vias |
|---|---|---|---|
| met5 | 0 | 0.052 | - |
| met2 | 17.79 | 49 | 276 |
| met3 | 5.341 | 13 | 25 |
| met1 | 12.06 | 36 | 2203 |
| li1 | - | - | 2468 |
| met4 | 1.884 | 1.7 | 2 |
-- state kept, by name, indices dropped and copies added (netlist names) --
name and count:
WD3_128_Out 128, ALUResult_Out 32, PC_Out 32, ReadData_Out 32
RegDest_Out 5, MemToReg_Out 2, L16B_Out 1, RegWrite_Out 1
No activity file was given, so power comes from the tool's default toggle rates.
